===== design.v =====
`timescale 1ns/1ps
module advanced_priority_arbiter #(
    parameter int N          = 4,
    parameter int PRIO_WIDTH = 4,
    parameter int CLASS_W    = 2,
    parameter int FAIR_K     = 8           
)(
    input  logic               clk,
    input  logic               reset,       
    input  logic [N-1:0]       req,
    input  logic [CLASS_W-1:0] class_prio [N],
    input  logic               gnt_ready,
    output logic [N-1:0]       gnt,
    output logic               gnt_valid
);
    localparam logic [PRIO_WIDTH-1:0] MAX_PRIO = {PRIO_WIDTH{1'b1}};
    localparam int IDX_W = $clog2(N);
    logic [PRIO_WIDTH-1:0] eff_prio [N];
    logic [PRIO_WIDTH-1:0] eff_prio_n [N];
    logic [$clog2(FAIR_K+1)-1:0] wait_cnt [N];
    logic [IDX_W-1:0] hold_idx;
    logic             hold_active;
    logic [IDX_W-1:0] sel_idx;
    logic             sel_found;
    always @(*) begin
        sel_found = 1'b0;
        sel_idx   = '0;
        for (int i = 0; i < N; i++) begin
            if (req[i]) begin
                if (!sel_found ||(wait_cnt[i] >= FAIR_K) ||(class_prio[i] > class_prio[sel_idx]) ||
                    ((class_prio[i] == class_prio[sel_idx]) &&
                     (eff_prio[i] > eff_prio[sel_idx]))) begin
                    sel_found = 1'b1;
                    sel_idx   = i;
                end
            end
        end
    end
    always @(*) begin
        gnt       = '0;
        gnt_valid = 1'b0;
        if (hold_active) begin
            gnt[hold_idx] = 1'b1;
            gnt_valid     = 1'b1;
        end
        else if (sel_found) begin
            gnt[sel_idx] = 1'b1;
            gnt_valid    = 1'b1;
        end
    end
    always @(*) begin
        for (int i = 0; i < N; i++) begin
            eff_prio_n[i] = eff_prio[i];
            if (!hold_active) begin
                if (gnt[i] && gnt_ready) begin
                    eff_prio_n[i] = '0;
                end
                else if (req[i] && eff_prio[i] < MAX_PRIO) begin
                    eff_prio_n[i] = eff_prio[i] + 1'b1;
                end
            end
        end
    end
    always_ff @(posedge clk or negedge reset) begin
        if (!reset) begin
            hold_active <= 1'b0;
            hold_idx    <= '0;
            gnt_valid   <= 1'b0;
            for (int i = 0; i < N; i++) begin
                eff_prio[i] <= '0;
                wait_cnt[i] <= '0;
            end
        end
        else begin
            if (gnt_valid && !gnt_ready) begin
                hold_active <= 1'b1;
            end
            else begin
                hold_active <= 1'b0;
            end
            if (!hold_active && sel_found) begin
                hold_idx <= sel_idx;
            end
            for (int i = 0; i < N; i++) begin
                eff_prio[i] <= eff_prio_n[i];
            end
        end
    end
always_ff @(posedge clk or negedge reset) begin
    if (!reset) begin
        for (int i = 0; i < N; i++) begin
            wait_cnt[i] <= '0;
        end
    end else begin
        for (int i = 0; i < N; i++) begin
            if (req[i] && !(gnt[i] && gnt_ready)) begin
                if (wait_cnt[i] < FAIR_K)
                    wait_cnt[i] <= wait_cnt[i] + 1'b1;
            end
            else begin
                wait_cnt[i] <= '0;
            end
        end
    end
end
endmodule

===== run.sh =====
#!/bin/bash
# OpenROAD 26Q1-2900-gdf79404cd8, Yosys 0.63+post, stock flow scripts
make -C /OpenROAD-flow-scripts/flow DESIGN_CONFIG=/design/flow/config.mk WORK_HOME=/design/flow/orfs finish

===== config.mk =====
export PLATFORM = sky130hd
export DESIGN_NAME = advanced_priority_arbiter
export DESIGN_NICKNAME = advanced_priority_arbiter
export VERILOG_FILES = /design/flow/design.v
export SDC_FILE = /design/flow/constraint.sdc
export NUM_CORES = 4
export LEC_CHECK = 1
export CORE_UTILIZATION = 40
export SYNTH_HDL_FRONTEND = slang

===== constraint.sdc =====
current_design advanced_priority_arbiter

set clk_period 8.2
set clk_io_pct 0.2

create_clock -name clk0 -period $clk_period [get_ports {clk}]

set non_clock_inputs [all_inputs -no_clocks]
set_input_delay [expr $clk_period * $clk_io_pct] -clock clk0 $non_clock_inputs
set_output_delay [expr $clk_period * $clk_io_pct] -clock clk0 [all_outputs]

==> results_dict.tcl <==
# place-and-route summary
set metrics [dict create \
    clockPowerShare 0.149 \
    period_needed_ns 8.05 \
    drive_above_1_share 0.203 \
    topCellsByArea "dfrtp_1 31%, ha_1 14%, xnor2_1 4.2%, a21oi_1 3.6%, inv_1 3.6%" \
    slew_headroom 0.571 \
    tightest_slew_ns 0.638 \
    crit_family "AND-OR/OR-AND gates" \
    port_buffers 19 \
    cts_tree "built" \
    fmax_mhz 124 \
    whs_ns 0.555 \
    rrSetupSlack_ns 3.30 \
    crit_buf_inv 5 \
    coreArea_mm2 0.00596 \
    hold_class "reg2reg" \
    fin_skew_ns 0.00886 \
    worst_r2r_path_depth 22 \
    grt_pass1_wl_mm 9.26 \
    lay_top_count "dfrtp_1" \
    cts_hold_buf 0 \
    crit_fanout 5 \
    slew_viol_final 0 \
    cp-end-kind "primary output" \
    path_cells "clkdlybuf4s50_1 > inv_1 > ha_1 > nor2b_1 > a2bb2oi_2 > o21a_4 > buf_4 > o21ai_1 > nand2_1 > ha_1 > nand4_1 > nand4_1 > a21o_1 > buf_4 > a21o_1 > o31ai_2 > ha_1 > nor2b_1 > a2bb2oi_1 > or3_4 > a21o_1 > o41ai_2 > clkdlybuf4s50_1" \
    setup_violations 0 \
    status "complete, no violations" \
    p_sw_mw 0.378 \
    drt_pass1_iterations 5 \
    ff_type "dfrtp_1" \
    p_leak_nw 1.31 \
    maxCapViolCount 0 \
    avgViaCountPerCell 5.51 \
    slowest_stage "clkdlybuf4s50_1" \
    irDropWorstVdd_uv 123 \
    cts_buffers 5 \
    power_mw 0.889 \
    num_antenna_cells 0 \
    crit_start "class_prio[7]" \
    drtAntennaViolNets 0 \
    yosysTopAreaCellShare 0.312 \
    fin_cells 376 \
    syn_inst 265 \
    yosysChipArea_mm2 0.00249 \
    wl_per_cell_um 15.4 \
    ys_cells 265 \
    grtUsageTotal 0.189 \
    hp-start "wait_cnt[2]" \
    die_h_um 80.8 \
    cts_sinks 31 \
    power_per_cell_area_mw_per_mm2 290 \
    hold_depth 2 \
    dieArea_mm2 0.00653 \
    grt_max_degree 32 \
    hold_viol 0 \
    clk_root_buffer_cell "clkbuf_8" \
    post-route-util 0.515 \
    dp_hpwl_mm 4.34 \
    synth.distinct_cells 49 \
    clk_pin_slew_ns 0.06 \
    vias 2071 \
    rows 28 \
    crit_required_ns 6.56 \
    yosys_warnings 0 \
    grt_pass1_vias 1881 \
    power_frac_seq 0.295 \
    ctsLongestPathBuffers 2 \
    ys.flops 31 \
    tool_warnings 32 \
    r2r_start "eff_prio[13]" \
    first_iter_violations 63 \
    areaGrowthSynthToFinish_pct 23.5 \
    initCoreUtil 0.417 \
    cts_max_level 2 \
    p_int_mw 0.512 \
    path_class "in2out" \
    synth_top_cell_by_area "dfrtp_1" \
    p_sw_frac 0.425 \
    die_x_um 80.8 \
    finalWeightedCongestion 0.915 \
    cp.arrival_ns 6.41 \
    routed_wirelength_mm 5.79 \
    ioPinCount 20 \
    antenna_found_initial 0 \
    worst_hold_path.endpoint "wait_cnt[2]" \
    worst_setup_path_start_kind "input pin" \
    synth_seq_share 0.312 \
    fin_crit_sh 0.981 \
    syn-mean-instance-area_um2 9.38 \
    drc 0 \
    comb_power_share 0.556 \
    edf_count 0 \
    place_inst 364 \
    synth_area_mm2 0.00249 \
    clock_latency_ns 0.28 \
    globalRouteOverflowTotal 0 \
    most-common-layout-cells "31 x dfrtp_1, 27 x ha_1, 24 x inv_1, 19 x clkdlybuf4s50_1, 15 x buf_4" \
    crit_path_max_incr_delay_ns 0.51 \
    rsz0062_at_grt "true" \
    r2r-end "wait_cnt[8]" \
    ys_async_sr_fraction 1.00 \
]
[repair_timing]
item                       4_1_cts  5_1_grt
resized                          1       24
pin swaps                        0        5
setup buffers                    0        4
setup endpoints to repair        1        4
[metal layers]
layer  wire length, um  track usage
met1              2960        0.304
met2              2540        0.279
met3               208       0.0251
met4                86       0.0321
met5                 0            0
[state kept, by name (all words and copies together) (netlist names)]
signal	count
eff_prio	16
hold_idx	2
wait_cnt	12
hold_active	1
[how the worst max path moves through the flow]
stage	endpoint	slack, ns	depth (start not counted)
finish	gnt[1]	0.15	23
global route	gnt[1]	-0.07	23
CTS	gnt[1]	0.02	21
[cell type report]
cell class	instances	area, um^2
well taps	75	93.8
fillers	537	2890
inverters	24	90.1
multi-input cells	203	1700
repair buffers	35	314
clock buffers	8	100
flip-flops and latches	31	776
[logic make-up after synthesis]
kind of cell               Yosys count  share of synthesized area
AOI/OAI and AO/OA                   77                      0.243
xor gates and xnor gates            17                     0.0599
adders and majority gates           28                      0.141
buffers and inverters               31                     0.0549
DFF                                 31                      0.312
muxes                                7                     0.0282
and+or+nand+nor                     74                      0.162
[per-stage QoR]
step | TNS [ns] | area, um^2 | setup WS [ns]
floorplan | 0 | 2490 | 1.01
global placement | -0.0110 | 2810 | -0.0110
detailed placement | 0 | 2810 | 0.0103
CTS | 0 | 2920 | 0.0189
global route | -0.137 | 3070 | -0.0696
finish | 0 | 3070 | 0.153
[power by group through the flow]
| stage | clock network, mW | logic (mW) | registers [mW] |
|---|---|---|---|
| CTS | 0.136 | 0.450 | 0.261 |
| global route | 0.143 | 0.549 | 0.272 |
| finish | 0.132 | 0.494 | 0.263 |
[synthesized netlist by cell type (3+ instances only)]
library cell  count
dfrtp_1          31
o31ai_1           3
mux2i_1           7
nand3_1          11
nand4_1           8
a21o_1            4
nand2b_1          3
o21ai_0           7
xnor2_1          12
ha_1             28
xor2_1            5
clkbuf_1          3
nor3_1            9
a21oi_2           7
inv_1            24
a211oi_1          4
a211oi_2          4
nor2_1           10
o21a_1            3
nand2_1          12
a21oi_1          18
a31oi_1           6
a2bb2oi_1         3
nor2b_1          11
[worst reg2reg max path, cell delays in order, from the launching register on]
cell	delay, ns
dfrtp_1	0.40
inv_1	0.11
ha_1	0.32
nor2b_1	0.14
o211a_1	0.23
o21a_2	0.28
buf_4	0.17
o21ai_1	0.19
nand2_1	0.08
ha_1	0.28
nand4_1	0.09
nand4_1	0.13
a21o_1	0.24
buf_4	0.15
a21o_1	0.15
o31ai_2	0.06
ha_1	0.29
nor2b_1	0.14
a2bb2oi_1	0.12
or3_4	0.37
a2111oi_4	0.35
buf_4	0.34
a211oi_1	0.13
